==> design.v <==
module mat_vect_mult2
  # (parameter N = 2,
               DW = 32)
    (aclk,
     areset,
     inp_vect,
     inp_vect_valid,
     inp_vect_rdy,
     s_axis_tdata,
     s_axis_tvalid,
     s_axis_tlast,
     s_axis_tready,
     m_axis_tdata,
     m_axis_tvalid,
     m_axis_tlast,
     m_axis_tready
    );
input                                aclk;
input                                areset;
input [DW-1:0]                       inp_vect;
input                                inp_vect_valid;
output wire                          inp_vect_rdy;
input [DW-1:0]                       s_axis_tdata;
input                                s_axis_tvalid;
input                                s_axis_tlast;
output reg                           s_axis_tready;
output reg   [DW-1:0]  m_axis_tdata;
output reg                           m_axis_tvalid;
output reg                           m_axis_tlast;
input                                m_axis_tready;
reg [$clog2(N)-1:0]            count;
reg [$clog2(N)-1:0]            slice;
wire [DW-1:0]                  inp_vect_lat [0:N-1];
reg [DW-1:0]                   inp_vect_reg [0:N-1];
generate
genvar i;
for (i=0; i<N; i=i+1) begin : lat_loop
  assign inp_vect_lat[i] = (inp_vect_rdy && inp_vect_valid && slice == i) ? inp_vect : inp_vect_reg[i] ; 
  always@(posedge aclk or posedge areset)
  begin
    if (areset) begin
      inp_vect_reg[i] <= 'b0;
    end else begin
      inp_vect_reg[i] <= inp_vect_lat[i];
    end
  end
end
endgenerate
always@(posedge aclk or posedge areset)
begin
  if (areset) begin
    s_axis_tready <= 'b0;
  end else begin
    if (s_axis_tlast || (m_axis_tvalid && ~m_axis_tready))
      s_axis_tready <= 'b0;
    else
      s_axis_tready <= 'b1;
  end
end
assign inp_vect_rdy = (count==0) ? s_axis_tready : 'b0;
always@(posedge aclk or posedge areset)
begin
  if (areset) begin
    m_axis_tdata <= 'b0;
  end else begin
    if (s_axis_tvalid && s_axis_tready) begin
      m_axis_tdata <= m_axis_tdata + (s_axis_tdata * inp_vect_lat[slice]);
    end else if (m_axis_tvalid && m_axis_tready) begin
      m_axis_tdata <= 'b0;
    end 
  end  
end
always@(posedge aclk or posedge areset)
begin
  if (areset) begin
    slice <= 'b0;
  end else begin
    if (s_axis_tvalid && s_axis_tready && s_axis_tlast) begin
      slice <= 'b0;
    end else if (s_axis_tvalid && s_axis_tready) begin
      slice <= slice + 'b1;
    end
  end
end
always@(posedge aclk or posedge areset)
begin
  if (areset) begin
    m_axis_tvalid <= 'b0;
  end else begin
    if (s_axis_tlast && s_axis_tready) m_axis_tvalid <= 'b1;
    else if (m_axis_tready) m_axis_tvalid <= 'b0;
  end
end
always@(posedge aclk or posedge areset)
begin
  if (areset) begin
    m_axis_tlast <= 'b0;
  end else begin
    if (m_axis_tready) m_axis_tlast <= 'b0;
    else if (s_axis_tlast && s_axis_tready && count == N-1) m_axis_tlast <= 'b1;
  end
end
always@(posedge aclk or posedge areset)
begin
  if (areset) begin
    count <= 'b0;
  end else begin
    if (s_axis_tlast && s_axis_tready) begin
      if (count != N-1) count <= count + 'b1;
    end
  end
end
endmodule
==> run.sh <==
#!/bin/bash
# OpenROAD 26Q1-2900-gdf79404cd8, Yosys 0.63+post, stock flow scripts
make -C /OpenROAD-flow-scripts/flow DESIGN_CONFIG=/design/flow/config.mk WORK_HOME=/design/flow/orfs finish
==> config.mk <==
export PLATFORM = sky130hd
export DESIGN_NAME = mat_vect_mult2
export DESIGN_NICKNAME = mat_vect_mult2
export VERILOG_FILES = /design/flow/design.v
export SDC_FILE = /design/flow/constraint.sdc
export NUM_CORES = 4
export LEC_CHECK = 1
export CORE_UTILIZATION = 40
export SYNTH_HDL_FRONTEND = slang
==> constraint.sdc <==
current_design mat_vect_mult2

set clk_period 19.4
set clk_io_pct 0.2

create_clock -name clk0 -period $clk_period [get_ports {aclk}]

set non_clock_inputs [all_inputs -no_clocks]
set_input_delay [expr $clk_period * $clk_io_pct] -clock clk0 $non_clock_inputs
set_output_delay [expr $clk_period * $clk_io_pct] -clock clk0 [all_outputs]
==> run notes <==
In the final timing run, aggregate negative setup slack is 0 ns. The height of the die was 233 um. The run gives 3 as the count of H-tree levels built during CTS. Post-synth the commonest register cell is dfrtp_1. The worst hold path belongs to the class flop to flop.

The number of buffers added for setup after CTS is 0. The run gives 0 for the count of flip-flops with a built-in enable after synthesis. The fmax was 82.6 MHz.

In this run the core area contains 84 standard-cell rows. The number of remaining DRC errors was 0; the data arrival at the endpoint of the critical path was 12.35 ns. After detailed routing, the number of vias per cell comes to 4.93. Looking at the clock tree report, the maximum root-to-sink buffer count equals 2. Looking at the critical path, the highest net fanout was 38. Setup repair after global routing left no endpoint under its margin. The violation tally from detailed-route iteration zero is 531. The placement report lists the number of port buffers as 105. For this run, the slowest stage of the critical path takes 0.67 ns. With the total wire length at 57300 um, the register clock-pin slew on the reported worst setup and hold paths is 0.08 ns. The register with the most flip-flops in the layout has 64 of them. The nature of the critical path endpoint is a flop. With the total core area at 52700 um^2, the number of instances resized during post-cts repair is 0. For this design, the slowest cell found on the critical path is mux2_2. For this run, the script counts the antenna cells in the layout as 0. Per the finish-stage timing summary, setup violations number 0.

The number of maximum-capacitance violations recorded for the run is 0. For the maximum number of pins on one net before global-route repair, the log shows 39. The run gives 0 for the tally of yosys warning messages. The worst setup path is of the input port to flop kind. Counting pins that exceed their max-slew limit in the final report gives 0. The first global-routing pass estimated 94000 um of wire. Looking at the clock tree report, the root buffer type is clkbuf_16.

The floorplan-stage core utilization is 40.5%. Headroom to the max-slew limit came out at 49.6%. Counting flops with an async set or reset pin after synthesis yields a share of 100%.

For this design the top-level I/O count stands at 106. According to the Yosys statistics, the synthesized design has a chip area of 21400 um^2. The run finished with clean final reports.

OpenROAD emitted warnings numbering 25. After synthesis, the mean cell area works out to 9.70 um^2. The detail route stage leaves a number of antenna-violating nets equal to 0. For flop-to-flop paths, the worst setup slack is 10.72 ns. The run gives 1 as the number of antenna violations at the first check in global routing. In the Yosys stats the netlist draws on 60 distinct library cells. The run gives 0.735 ns for the transition time of the tightest slew-check pin. TritonCTS built the clock tree. Per the final timing report, the hold violations number 0. Time the final worst path needs with I/O delays and setup: 12.10 ns. The congestion estimate from routability-driven global placement came to 0.927. After legalization and detailed placement, the total HPWL measured 45200 um. Buffers inserted to repair hold after CTS numbered 0. The width of the chip is 233 um. For the worst setup path, the data required time is 19.65 ns. After floorplanning, the die was sized to cover 54300 um^2.

Sequential area share after synthesis: 11.8%. The worst-skew pair later-pin latency is 0.37 ns. The area of the mapped netlist is 21400 um^2, and the setup clock skew after layout is 0.0120 ns. The average routed wire per standard cell is 19.4 um, and the number of buffers created by CTS is 9. The aggregate global-route resource usage is 24.3%. The logs give 0 for the leftover overflow at the end of global routing and 6.96 ns for the worst slack at placement. Number of global-route vias before repair: 16.4k. Summing over every cut layer, the via total after detailed routing is 14.6k. Layout overhead on the synthesized area: 10.2%.

Setup slack on the critical path of the routed design comes to 7.30 ns. In the final layout, the share of cells above drive strength 1 is 7.59%. The count of instantiated cells in the yosys netlist came out at 2202. The count of mapped cells out of synthesis was 2202; the number of flip-flops and latches in the synthesized netlist was 101.

Among the stages of the critical path, the cell type that occurs most often is fa_1.

Type of origin of the critical path: an input port. Clock tree synthesis found a total of 101 sinks. The final critical path takes up 62.4% of the cycle. For the count of TritonRoute iterations in the first routing pass, the log shows 5.
-- stage by stage --
step                      instances  area [um^2]  hold slack, ns  utilization (%)
final                          2955        23500           0.496             44.7
after global placement         2939        23200           0.461             44.1
after detailed placement       2939        23200           0.474             44.1
after floorplan                2202        21400           0.438                -
after global routing           2955        23500           0.504             44.7
after CTS                      2955        23500           0.493             44.7
-- routing by layer --
layer,share of wire (%),global-route usage (%),vias up,routed length [um]
met5,0.016,0,-,9
met4,1.8,3.84,2,1050
met3,8.7,8.57,64,5000
met2,49,38.9,417,27900
met1,41,33.9,7449,23400
li1,-,-,6624,-
-- final timing paths --
path,start,to,cells past startpoint
worst max-delay path,inp_vect_valid,m_axis_tdata[31],29
worst min-delay path,inp_vect_reg[21],inp_vect_reg[21],2
worst max register to register,count,m_axis_tdata[31],28
worst min register to register,inp_vect_reg[21],inp_vect_reg[21],2
max in group asynchronous,areset,m_axis_tdata[15],3
min in group asynchronous,areset,inp_vect_reg[33],2
-- cells by family after synthesis --
logic type      share of synthesized area, %
compound gates                          4.04
xor+xnor                                3.45
fa+ha+maj                               48.3
buf+inv                                 10.7
flops                                   11.8
mux                                     6.14
simple gates                            15.5
-- cells in the mapped netlist (all sizes together) (2+ instances only) --
| cell type | n | area share (%) |
|---|---|---|
| a2111oi | 2 | 0.082 |
| a211o | 2 | 0.082 |
| a21boi | 3 | 0.11 |
| a21o | 18 | 0.63 |
| a21oi | 26 | 0.63 |
| a22o | 5 | 0.21 |
| a31oi | 5 | 0.15 |
| a32o | 6 | 0.28 |
| and2 | 129 | 3.8 |
| buf | 10 | 0.36 |
| clkbuf | 91 | 1.6 |
| dfrtp | 101 | 12 |
| fa | 438 | 41 |
| ha | 124 | 7.3 |
| inv | 498 | 8.8 |
| mux2 | 91 | 4.8 |
| mux2i | 25 | 1.3 |
| nand2 | 204 | 3.6 |
| nand2b | 46 | 1.3 |
| nand3 | 4 | 0.094 |
| nand3b | 2 | 0.088 |
| nand4 | 3 | 0.088 |
| nor2 | 27 | 0.47 |
| nor2b | 190 | 5.6 |
| nor3 | 5 | 0.12 |
| o211ai | 5 | 0.18 |
| o21a | 3 | 0.11 |
| o21ai | 41 | 0.96 |
| o21bai | 4 | 0.14 |
| o31ai | 3 | 0.11 |
| or3 | 2 | 0.059 |
| xnor2 | 56 | 2.3 |
| xnor3 | 7 | 0.74 |
| xor2 | 10 | 0.41 |
-- worst max-delay path, delay by kind of cell --
| kind | cells | cell delay, ns |
|---|---|---|
| buf+inv | 8 | 1.28 |
| simple gates | 6 | 1.22 |
| mux | 1 | 0.67 |
| fa+ha+maj | 9 | 4.37 |
| compound gates | 4 | 0.73 |
| xor+xnor | 1 | 0.16 |
-- layout make-up --
| cell class | instances | area (um^2) |
|---|---|---|
| repair buffers | 150 | 1390 |
| clock buffers | 9 | 225 |
| well taps | 688 | 861 |
| inverters | 499 | 1880 |
| fillers | 4838 | 29100 |
| flip-flops and latches | 101 | 2530 |
| clock inverters | 7 | 86.3 |
| multi-input cells | 1501 | 16600 |
-- cells in the final DEF, fill, tap and decap left out, types with 3 or more instances in the layout --
cell type / netlist / routed
buf_4: 4 / 45
and2_1: 129 / 129
mux2_2: 89 / 89
a21boi_0: 3 / 3
mux2i_1: 20 / 16
inv_1: 498 / 497
nor2_1: 27 / 26
o211ai_1: 5 / 5
mux2i_2: 4 / 8
a32o_1: 6 / 6
nor2b_1: 190 / 190
xnor3_1: 7 / 7
a21oi_2: 1 / 3
a22o_1: 5 / 5
dfrtp_1: 101 / 101
nand4_1: 3 / 3
a21oi_1: 25 / 23
ha_1: 124 / 124
o21bai_1: 4 / 4
o21a_1: 3 / 3
clkinv_8: 0 / 3
o21ai_0: 40 / 38
clkdlybuf4s50_1: 0 / 105
clkbuf_16: 0 / 9
a31oi_1: 5 / 5
xnor2_1: 56 / 56
xor2_1: 10 / 10
fa_1: 438 / 438
nand2_1: 202 / 202
o31ai_1: 3 / 3
a21o_1: 18 / 18
nor3_1: 5 / 5
nand3_1: 4 / 4
nand2b_1: 46 / 46
