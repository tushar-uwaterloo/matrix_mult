==> run.sh <==
#!/bin/bash
# OpenROAD 26Q1-2900-gdf79404cd8, Yosys 0.63+post, stock flow scripts
make -C /OpenROAD-flow-scripts/flow DESIGN_CONFIG=/design/flow/config.mk WORK_HOME=/design/flow/orfs finish
==> config.mk <==
export PLATFORM = sky130hd
export DESIGN_NAME = mat_vect_mult1
export DESIGN_NICKNAME = mat_vect_mult1
export VERILOG_FILES = /design/flow/design.v
export SDC_FILE = /design/flow/constraint.sdc
export NUM_CORES = 4
export LEC_CHECK = 1
export CORE_UTILIZATION = 40
export SYNTH_HDL_FRONTEND = slang
==> constraint.sdc <==
current_design mat_vect_mult1

set clk_period 11.3
set clk_io_pct 0.2

create_clock -name clk0 -period $clk_period [get_ports {aclk}]

set non_clock_inputs [all_inputs -no_clocks]
set_input_delay [expr $clk_period * $clk_io_pct] -clock clk0 $non_clock_inputs
set_output_delay [expr $clk_period * $clk_io_pct] -clock clk0 [all_outputs]
==> design.v <==
module mat_vect_mult1
  # (parameter N = 2,
               DW = 8)
    (aclk,
     areset,
     inp_vect,
     s_axis_tdata,
     s_axis_tvalid,
     s_axis_tlast,
     s_axis_tready,
     m_axis_tdata,
     m_axis_tvalid,
     m_axis_tlast,
     m_axis_tready
    );
input                                aclk;
input                                areset;
input [DW-1:0]                       inp_vect [0:N-1];
input [DW-1:0]                       s_axis_tdata;
input                                s_axis_tvalid;
input                                s_axis_tlast;
output reg                           s_axis_tready;
output reg [(2*DW + $clog2(N))-1:0]  m_axis_tdata;
output reg                           m_axis_tvalid;
output reg                           m_axis_tlast;
input                                m_axis_tready;
reg [$clog2(N)-1:0]            count;
reg [$clog2(N)-1:0]            slice;
reg                            s_axis_tready_d;
wire                           s_axis_tready_edge;
always@(posedge aclk or posedge areset)
begin
  if (areset) begin
    s_axis_tready <= 'b0;
  end else begin
    s_axis_tready <= ~m_axis_tvalid && s_axis_tvalid && ~s_axis_tlast;
  end
end
always@(posedge aclk or posedge areset)
begin
  if (areset) begin
    m_axis_tdata <= 'b0;
  end else begin
    if (s_axis_tvalid && s_axis_tready && s_axis_tready_edge) begin
      m_axis_tdata <= (s_axis_tdata * inp_vect[slice]);
    end else if (s_axis_tvalid && s_axis_tready) begin
      m_axis_tdata <= m_axis_tdata + (s_axis_tdata * inp_vect[slice]);
    end 
  end  
end
always@(posedge aclk or posedge areset)
begin
  if (areset) begin
    slice <= 'b0;
  end else begin
    if (s_axis_tvalid && s_axis_tready && s_axis_tlast) begin
      slice <= 'b0;
    end else if (s_axis_tvalid && s_axis_tready) begin
      slice <= slice + 'b1;
    end
  end
end
always@(posedge aclk or posedge areset)
begin
  if (areset) begin
    m_axis_tvalid <= 'b0;
  end else begin
    if (m_axis_tready) m_axis_tvalid <= 'b0;
    else if (s_axis_tlast) m_axis_tvalid <= 'b1;
  end
end
always@(posedge aclk or posedge areset)
begin
  if (areset) begin
    m_axis_tlast <= 'b0;
  end else begin
    if (m_axis_tready) m_axis_tlast <= 'b0;
    else if (s_axis_tlast && count == N-1) m_axis_tlast <= 'b1;
  end
end
always@(posedge aclk or posedge areset)
begin
  if (areset) begin
    count <= 'b0;
  end else begin
    if (s_axis_tlast) begin
      if (count == N-1) count <= 'b0;
      else              count <= count + 'b1;
    end
  end
end
always@(posedge aclk or posedge areset)
begin
  if (areset) begin
    s_axis_tready_d <= 'b0;
  end else begin
    s_axis_tready_d <= s_axis_tready;
  end
end
assign s_axis_tready_edge = s_axis_tready && ~s_axis_tready_d;
endmodule
==> results.ini <==
[cells_and_area]
regArea_um2=576
fillers=905
final_cells=603
combGateArea_um2=3050
postLayoutCellArea_um2=4520
lay_top_cells=nor2b_1, ha_1, inv_1, clkdlybuf4s50_1, fa_1
layout_top_cell=nor2b_1
drive_gt1_share_pct=2.74
areaGrowthSynthToFinish_pct=16.8

[global_routing]
antenna_found_initial=0
grt_first_pass_wirelength_um=13300
grt_pass1_vias=2849
grt_max_degree=26
grt_use_total_pct=17.1
grt_overflow=0

[status]
status=finished, final reports clean

[floorplanning]
ios=49
fp_util_pct=41.5
fp-row-count=35
dieHeight_um=100
die_x_um=100
chip_area_um2=10100
core_area_um2=9330

[worst_hold_path]
min_path_type=register to register

[worst_setup_path]
crit_path_start_kind=input port
critical_path_required_ns=11.46
end_kind=register
worstPathArrival_ns=8.73
path_class=input port to register
crit_fanout=8

[routing]
vias_per_cell=5.04
drc_errors=0
totalWireLength_um=7800
dr_total_vias=3042
n_antenna_cell=0
drtIter0Drc=137
drtPass1Iterations=4
wl_per_cell_um=12.9
ant_nets=0

[synthesis]
netlist-cell-type-count=47
ff_type=dfrtp_1
ys_ff=23
synthCells=429
ys_seq_share_pct=14.9
yosysChipArea_um2=3870
synth_area_per_cell_um2=9.02
synth_async_sr_flop_share_pct=100
yosysCellCount=429
edf_count=0
netlist_area_um2=3870
yosys_warnings=0

[clock_tree]
cts_tree=done
htreeDepth=1
clock_latency_ns=0.27
post_cts_buffers=0
cts.sinks=23
root_buffer=clkbuf_8
ctsResizeCount=0
cts.clk_slew.worst_paths_ns=0.09
hold_buffers=0
numCtsBuffers=3
clock_path_buffers=2

[final_timing]
period_used_pct=75.8
drv_slew=0
finalSetupViolations=0
period_needed_ns=8.57
final.setup_skew_ns=0.00374
slew_headroom_pct=44.6
hold_violations=0
timing_worst_slew_pin_value_ns=0.808
rsz0062_at_grt=false
timing.final.ws_setup_ns=2.73
setup_tns_ns=0
fmax_mhz=117

[flow_run]
warnings=26
max_cap_violations=0

[placement]
placed_cell_area_um2=4470
place_ws_ns=2.44
gp_congestion=0.829
place_inst=599
io_buffers=48
dp_hpwl_um=6540

[state kept, by name (all words and copies together), names as in the netlist]
register	cells
s_axis_tready	1
slice	1
m_axis_tdata	17
s_axis_tready_d	1
m_axis_tvalid	1
m_axis_tlast	1
count	1
[through the flow]
| stage | util (%) | hold slack, ns |
|---|---|---|
| 2_1_floorplan | - | 0.366 |
| 3_3_place_gp | 48.0 | 0.406 |
| 3_5_place_dp | 48.0 | 0.418 |
| 4_1_cts | 48.5 | 0.433 |
| 5_1_grt | 48.5 | 0.457 |
| 6_report | 48.5 | 0.426 |
[logic make-up (layout without fill, tap and decap cells)]
kind of cell / Yosys count / count (layout) / synth area share, %
buffers and inverters: 61 / 106 / 6.30
muxes: 14 / 14 / 3.62
DFF: 23 / 23 / 14.9
AOI/OAI and AO/OA: 81 / 81 / 14.1
xor gates and xnor gates: 24 / 24 / 5.43
adders and majority gates: 90 / 90 / 36.3
and+or+nand+nor: 136 / 136 / 19.4
[worst paths after layout]
path                               start                to  slack, ns  cells past startpoint
max                          inp_vect[6]  m_axis_tdata[16]       2.73                     24
min                        s_axis_tready   s_axis_tready_d       0.43                      0
max reg2reg                        slice  m_axis_tdata[16]       4.36                     23
min reg2reg                s_axis_tready   s_axis_tready_d       0.43                      0
max in group asynchronous         areset   m_axis_tdata[0]       8.75                      3
min in group asynchronous         areset  m_axis_tdata[10]       2.32                      3
[final cells by class]
cell class,instances,share of cell area [%]
Sequential cell,23,12.7
Clock inverter,1,0.111
Tap cell,129,3.57
Inverter,53,4.40
Clock buffer,3,0.913
Timing Repair Buffer,49,10.8
Multi-Input combinational cell,345,67.5
[routing by layer]
layer / vias to the layer above / track usage [%] / wire (um)
met5: - / 0 / 0
met4: 0 / 0.557 / 29
met3: 2 / 1.77 / 160
met2: 38 / 27.2 / 3730
met1: 1465 / 27.5 / 3880
li1: 1537 / - / -
[critical path, cell delays in order]
cell	delay, ns
clkdlybuf4s50_1	0.39
mux2i_1	0.57
nand2b_1	0.22
fa_1	0.45
fa_1	0.54
inv_1	0.05
fa_1	0.52
inv_1	0.05
fa_1	0.52
inv_1	0.04
ha_1	0.35
and2_1	0.19
a31oi_1	0.26
nand2b_1	0.09
a21oi_1	0.18
xnor2_1	0.16
ha_1	0.36
a21oi_2	0.17
o21ai_1	0.10
a221o_2	0.37
a41o_4	0.27
a22oi_4	0.18
a2111oi_1	0.10
a311o_1	0.31
[synth_stat cells (2+ instances only)]
master	instances	area [um2]
nor2b_1	57	357
ha_1	53	663
inv_1	52	195
fa_1	37	741
dfrtp_1	23	576
nand2_1	22	82.6
a21oi_1	20	100
o21ai_0	20	100
xnor2_1	20	175
nor2_1	16	60.1
mux2i_1	14	140
nand2b_1	14	87.6
a31oi_1	8	50.1
a21o_1	7	52.6
nor3_1	6	30.0
and2_1	5	31.3
clkbuf_1	5	18.8
nand3_1	5	25.0
o21a_1	5	37.5
nand4_1	4	25.0
xor2_1	4	35.0
a211oi_1	2	15.0
a311o_1	2	20.0
and3_1	2	12.5
buf_6	2	22.5
nand3b_1	2	15.0
o211ai_1	2	15.0
